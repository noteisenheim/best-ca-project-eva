==> flow/design.v <==
module rotary_encoder (input dt, input sw, input clk, output c, output [7:0] segs, output [2:0] bits);
	reg[9:0] rot;
	reg [32:0] count;
	reg [2:0] num1;
	reg [3:0] num3;
	reg[7:0] r;
	reg on;
	reg bit2, bit3;
	initial begin
		bit2 <= 0;
		bit3 <= 0;
		rot <= 0;
	end
	initial on = 1;
	assign c = on;
	display3num d3(bit3, clk, num3, segs, bits);
	always @(posedge sw) begin
		if (!dt) begin
			rot = rot - 1;
			on <= 0;
		end
		else begin
			rot = rot + 1;
			on <= 1;
		end
	end
	always @(posedge clk) begin
		r = rot % 20;
		if (r < 0 ) begin
			r = -r;
		end 
		case (r)
			0: begin
				bit2 = 1;
				bit3 = 0;
				num3 = 4'b0000;
			end
			1: begin
				bit2 = 1;
				bit3 = 0;
				num3 = 4'b0001;
			end
			2: begin
				bit2 = 1;
				bit3 = 0;
				num3 = 4'b0010;
			end
			3: begin
				bit2 = 1;
				bit3 = 0;
				num3 = 4'b0011;
			end
			4: begin
				bit2 = 1;
				bit3 = 0;
				num3 = 4'b0100;
			end
			5: begin
				bit2 = 1;
				bit3 = 0;
				num3 = 4'b0101;
			end
			6: begin
				bit2 = 0;
				bit3 = 1;
				num3 = 4'b0000;
			end
			7: begin
				bit2 = 0;
				bit3 = 1;
				num3 = 4'b0001;
			end
			8: begin
				bit2 = 0;
				bit3 = 1;
				num3 = 4'b0010;
			end
			9: begin
				bit2 = 0;
				bit3 = 1;
				num3 = 4'b0011;
			end
			10: begin
				bit2 = 0;
				bit3 = 1;
				num3 = 4'b0100;
			end
			11: begin
				bit2 = 0;
				bit3 = 1;
				num3 = 4'b0101;
			end
			12: begin
				bit2 = 0;
				bit3 = 1;
				num3 = 4'b0110;
			end
			13: begin
				bit2 = 0;
				bit3 = 1;
				num3 = 4'b0111;
			end
			14: begin
				bit2 = 0;
				bit3 = 1;
				num3 = 4'b1000;
			end
			15: begin
				bit2 = 0;
				bit3 = 1;
				num3 = 4'b1001;
			end
			16: begin
				bit2 = 0;
				bit3 = 1;
				num3 = 4'b1010;
			end
			17: begin
				bit2 = 0;
				bit3 = 1;
				num3 = 4'b1011;
			end
			18: begin
				bit2 = 0;
				bit3 = 1;
				num3 = 4'b1100;
			end
			19: begin
				bit2 = 0;
				bit3 = 1;
				num3 = 4'b1101;
			end
		endcase
	end 
endmodule
module display3num(input flag, input CLK, input [3:0] num, output [7:0] segs, output [2:0] bits);
	reg [2:0] b = 3'b111;
	reg [7:0] num1, num2, num3;
	reg [7:0] s = 8'b11111111;
	reg [1:0] state;
	reg [32:0] ctr;
	assign segs = s;
	assign bits = b;
	always begin
		if (flag) begin
			case(num)
				4'b0000: begin
					num1 = 8'b10011111;
					num2 = 8'b00000011;
					num3 = 8'b00000001;
				end	
				4'b0001: begin
					num1 = 8'b10011111;
					num2 = 8'b00100101;
					num3 = 8'b01000001;
				end
				4'b0010: begin
					num1 = 8'b10011111;
					num2 = 8'b10011001;
					num3 = 8'b10011001;
				end
				4'b0011: begin
					num1 = 8'b10011111;
					num2 = 8'b01000001;
					num3 = 8'b00100101;
				end
				4'b0100: begin
					num1 = 8'b10011111;
					num2 = 8'b00000001;
					num3 = 8'b00000011;
				end
				4'b0101: begin
					num1 = 8'b10011111;
					num2 = 8'b00001001;
					num3 = 8'b00000001;
				end
				4'b0110: begin
					num1 = 8'b00100101;
					num2 = 8'b10011111;
					num3 = 8'b01000001;
				end
				4'b0111: begin
					num1 = 8'b00100101;
					num2 = 8'b00001101;
					num3 = 8'b10011001;
				end
				4'b1000: begin
					num1 = 8'b00100101;
					num2 = 8'b01001001;
					num3 = 8'b00100101;
				end
				4'b1001: begin
					num1 = 8'b00100101;
					num2 = 8'b00011111;
					num3 = 8'b00000011;
				end
				4'b1010: begin
					num1 = 8'b00100101;
					num2 = 8'b00000001;
					num3 = 8'b00000001;
				end
				4'b1011: begin
					num1 = 8'b00001101;
					num2 = 8'b00000011;
					num3 = 8'b00001101;
				end
				4'b1100: begin
					num1 = 8'b00001101;
					num2 = 8'b00100101;
					num3 = 8'b10011001;
				end
				4'b1101: begin
					num1 = 8'b00001101;
					num2 = 8'b10011001;
					num3 = 8'b00100101;
				end
			endcase
		end
		else begin
			case(num[2:0])
				3'b000: begin
					num1 = 8'b00000011;
					num2 = num1;
				end
				3'b001: begin
					num1 = 8'b00000001;
					num2 = 8'b10011111;
				end
				3'b010: begin
					num1 = 8'b01000001;
					num2 = 8'b00001101;
				end
				3'b011: begin
					num1 = 8'b10011001;
					num2 = 8'b01001001;
				end
				3'b100: begin
					num1 = 8'b00100101;
					num2 = 8'b00011111;
				end
				3'b101: begin
					num1 = 8'b00000011;
					num2 = 8'b00001001;
				end
			endcase
		end
	end
	always @ (posedge CLK) begin
		ctr <= ctr + 1;
		state <= ctr[16:15];
		if (flag) begin
			if (state == 2'b00) begin
					s = num3;
					b = 3'b110;
				end
			else if (state == 2'b01) begin
					s = num2;
					b = 3'b101;
				end
			else if (state == 2'b10) begin
					s = num1;
					b = 3'b011;
				end
		end
		else begin
			if (state[0] == 1'b0) begin
					s = num1;
					b = 3'b110;
				end
			else if (state[0] == 1'b1) begin
					s = num2;
					b = 3'b101;
				end
		end
	end
endmodule
==> flow/run.sh <==
#!/bin/bash
# OpenROAD 26Q1-2900-gdf79404cd8, Yosys 0.63+post, stock flow scripts
make -C /OpenROAD-flow-scripts/flow DESIGN_CONFIG=/design/flow/config.mk WORK_HOME=/design/flow/orfs finish
==> flow/config.mk <==
export PLATFORM = sky130hd
export DESIGN_NAME = rotary_encoder
export DESIGN_NICKNAME = rotary_encoder
export VERILOG_FILES = /design/flow/design.v
export SDC_FILE = /design/flow/constraint.sdc
export NUM_CORES = 4
export LEC_CHECK = 1
export CORE_UTILIZATION = 50
==> flow/constraint.sdc <==
current_design rotary_encoder

set clk_period 5.0
set clk_io_pct 0.2

create_clock -name clk0 -period $clk_period [get_ports {clk}]
create_clock -name clk1 -period $clk_period [get_ports {sw}]

set non_clock_inputs [all_inputs -no_clocks]
set_input_delay [expr $clk_period * $clk_io_pct] -clock clk0 $non_clock_inputs
set_output_delay [expr $clk_period * $clk_io_pct] -clock clk0 [all_outputs]
==> job_summary.md <==
### Flow metrics

| Metric | Value |
|---|---|
| Status | `completed` |
| R2r setup slk | `around 0.63 ns` |
| Port bufs | `12` |
| FP Rows | `31` |
| Count of library flops with an enable pin | `15` |
| Gr ovfl total | `0` |
| Setup-failing EPs final | `0` |
| Die width | `about 90 um` |
| Die Span Y | `approximately 90 um` |
| Aoi share | `a little over a quarter` |
| Ys Warns | `2` |
| Synth flops | `roughly 64` |
| Post-DP HPWL | `approximately 5.6 mm` |
| Worst path slowest cell | `a211oi_2` |
| Number of gates resized after cts | `0` |
| Layout Cells excl Fill | `between 500 and 600` |
| Vias in the first global route | `approximately 3,000` |
| Worst hold path class | `reg2reg` |
| XOR/XNOR share of the synthesized area | `5.92%` |
| GRT Overall Usage | `a little over a fifth` |
| Layout fillers | `about 660` |
| Area growth from synthesis to layout | `7.88%` |
| Post-Place Cell Area | `between 0.003 and 0.004 mm^2` |
| Adder share | `4.07%` |
| Endpoints left unconstrained | `19` |
| Antenna-violating nets left | `0` |
| CTS clk-pin slew, worst paths | `0.06 ns` |
| CORE AREA | `roughly 0.0073 mm^2` |
| Crit Reg-Reg Endpoint | `num3[0]$_DFFE_PP_` |
| GPL Wtd Cong | `a little over 0.9` |
| Vias/cell | `around 6` |
| Hold_sp | `d3.ctr[16]$_DFF_P_` |
| Worst Path Arrival | `4.40 ns` |
| Fin worst setup slack | `roughly 0.63 ns` |
| MUX share of area | `roughly 3.4%` |
| Initial antenna violation count | `0` |
| Setup TNS | `0 ns` |
| First-pass GRT wire length | `13.4 mm` |
| Chip area | `0.00804 mm^2` |
| Synthesis area per yosys | `0.00384 mm^2` |
| Crit path launch type | `flip-flop` |
| Register pins left without a clock | `19` |
| Hold path endpoint | `d3.state[1]$_DFF_P_` |
| Cell repeated most along the worst path | `a211oi_2` |
| Asr flop ratio synth | `0%` |
| Yosys cell count | `460` |
| Synth Area in Simple Gates | `18.9%` |
| Avg Cell Area, Syn | `approximately 8.4 um^2` |
| Post-CTS setup buffers | `0` |
| Dpl ws | `0.622 ns` |
| Final slew viol count | `0` |
| Top logic family | `AND-OR/OR-AND gates` |
| Setup CP Type | `reg2reg` |
| Routed WL | `between 7 and 8 mm` |
| Gate Count Post-Synth | `~460` |
| DR vias | `around 3,200` |
| Design Area, Final | `around 0.0041 mm^2` |
| Post-CTS Hold Buffers | `0` |
| Worst flop-to-flop path startpoint | `rot[7]$_DFF_P_` |
| Placed cell count | `between 500 and 600` |
| Crit end category | `flip-flop` |
| Fp_density | `a little over half` |
| Min-Delay Path Depth | `0` |
| ANT cells | `0` |
| Tool Warnings | `26` |
| Synth cell types | `76` |
| Worst Reg2Reg Path Length in Cells | `14` |
| Most common reg cell | `dfxtp_1` |
| Fin. Hold Viols | `0` |
| Max Clock Skew | `0.00755 ns` |
| Max cap viols | `0` |
| Critical-path cell list | `nor2_2 > inv_1 > ha_1 > and2b_1 > o21ai_1 > a211oi_2 > o2111a_1 > nor4_2 > a211oi_2 > mux2i_1 > o211ai_2 > o2111ai_2 > or2_1 > and2_1` |
| CTS tree | `done` |
| Slew @ Worst Pin | `between 0.8 and 0.9 ns` |
| Layout cell share with drive strength beyond 1 | `under 10%` |
| Syn Std Cell Area | `around 0.0038 mm^2` |
| Hold_ws | `0.368 ns` |
| Pin count of the biggest net entering global routing | `32` |
| CP Data Required Time | `between 5 and 6 ns` |
| # IOs | `15` |
| Wire per inst | `~14 um` |
| Slew HR | `a little under half` |
| Pre-antenna DRT Iters | `4` |
| DRT iter0 DRCs | `about 270` |
| CP max FO | `12` |
| Crit path largest cell delay | `0.72 ns` |
| RSZ-0062 raised after global routing | `false` |
| # DRC | `0` |
-- flip-flops by register name (all words and copies together), names as in the netlist --
register and cells:
d3.ctr 17, rot 10, d3.num2 7, d3.s 7
d3.num1 6, d3.num3 6, num3 4, d3.b 3
d3.state 2, bit3 1, on 1
-- routing by layer --
| layer | GRT usage [%] | up-vias | wire length, um |
|---|---|---|---|
| met4 | 5.63 | 0 | 149 |
| met3 | 2.32 | 10 | 197 |
| met5 | 0 | - | 0 |
| li1 | - | 1692 | - |
| met1 | 30.5 | 1485 | 3730 |
| met2 | 35.2 | 61 | 3610 |
-- worst max path at each step --
stage	from	end	slack, ns	cells after the start
4_1_cts	rot[7]$_DFF_P_	num3[0]$_DFFE_PP_	0.67	14
6_report	rot[7]$_DFF_P_	num3[0]$_DFFE_PP_	0.63	14
5_1_grt	rot[7]$_DFF_P_	num3[0]$_DFFE_PP_	0.29	14
-- per-stage QoR --
stage | util [%]
2_1_floorplan | -
3_3_place_gp | 54.1
3_5_place_dp | 54.1
4_1_cts | 56.6
5_1_grt | 56.6
6_report | 56.6
-- critical path, delay by kind of cell, from the launching register on --
kind / cells / cell delay, ns
buffers and inverters: 1 / 0.08
flip-flops: 1 / 0.42
AND/OR/NAND/NOR: 5 / 1.03
AND-OR/OR-AND: 6 / 2.07
adder cells (fa/ha/maj): 1 / 0.37
multiplexers: 1 / 0.19
-- Yosys cell counts (5+ instances only) --
| cell | n | share of area [%] |
|---|---|---|
| xor2_1 | 5 | 1.1 |
| nand2_1 | 30 | 2.9 |
| a21o_1 | 6 | 1.2 |
| o21bai_1 | 5 | 0.98 |
| nand4_1 | 5 | 0.81 |
| xnor2_1 | 21 | 4.8 |
| inv_1 | 19 | 1.9 |
| nand3_1 | 22 | 2.9 |
| nor2_1 | 32 | 3.1 |
| and3_1 | 8 | 1.3 |
| nor2b_1 | 6 | 0.98 |
| o211ai_1 | 6 | 1.2 |
| dfxtp_1 | 30 | 16 |
| mux2_2 | 8 | 2.3 |
| edfxtp_1 | 15 | 12 |
| dlxtn_1 | 19 | 7.4 |
| clkbuf_1 | 22 | 2.1 |
| a31oi_1 | 8 | 1.3 |
| o22ai_1 | 15 | 2.4 |
| buf_4 | 5 | 0.98 |
| ha_1 | 10 | 3.3 |
| nand2b_1 | 7 | 1.1 |
| a21oi_1 | 30 | 3.9 |
| o21ai_1 | 8 | 1.0 |
| o21ai_0 | 21 | 2.7 |
| nor3_1 | 13 | 1.7 |
-- cells by family (layout without fill, tap and decap cells) --
group / Yosys count / count (layout)
multiplexers: 12 / 12
XOR/XNOR: 26 / 26
latches: 19 / 19
buffers and inverters: 52 / 48
AND-OR/OR-AND: 151 / 151
AND/OR/NAND/NOR: 142 / 142
adder cells (fa/ha/maj): 12 / 12
flip-flops: 45 / 45
other: 1 / 1
-- area by class of cell --
cell class / instances / area, um^2 / area share, %
timing repair buffer: 14 / 135 / 3.26
multi-input combinational: 344 / 2290 / 55.3
inverter: 22 / 82.6 / 1.99
tap: 99 / 124 / 2.99
clock buffer: 12 / 178 / 4.28
sequential: 64 / 1340 / 32.2
-- placed cells by master (no fill, tap or decap), drive strengths merged, types with 3 or more instances in the layout --
cell type      netlist  routed
a2111oi              4       4
a211o                4       4
a211oi               7       7
a21boi               3       3
a21o                 6       6
a21oi               32      32
a22o                 3       3
a22oi                4       4
a31oi                8       8
and3                 8       8
clkbuf              22      12
clkdlybuf4s50        0      12
dfxtp               30      30
dlxtn               19      19
edfxtp              15      15
ha                  10      10
inv                 20      20
mux2                 8       8
mux2i                4       4
nand2               30      30
nand2b               7       7
nand3               22      22
nand4                5       5
nor2                33      33
nor2b                6       6
nor3                13      13
nor4                 3       3
o2111ai              4       4
o211ai               7       7
o21ai               30      30
o21bai               5       5
o22ai               16      16
or2                  5       5
xnor2               21      21
xor2                 5       5
