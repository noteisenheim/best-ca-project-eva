<file path="./config.mk">
export PLATFORM = sky130hd
export DESIGN_NAME = musec
export DESIGN_NICKNAME = musec
export VERILOG_FILES = /design/flow/design.v
export SDC_FILE = /design/flow/constraint.sdc
export NUM_CORES = 4
export LEC_CHECK = 1
export CORE_UTILIZATION = 40
</file>
<file path="./constraint.sdc">
current_design musec

set clk_period 6.1
set clk_io_pct 0.2

create_clock -name clk0 -period $clk_period [get_ports {clk}]

set non_clock_inputs [all_inputs -no_clocks]
set_input_delay [expr $clk_period * $clk_io_pct] -clock clk0 $non_clock_inputs
set_output_delay [expr $clk_period * $clk_io_pct] -clock clk0 [all_outputs]
</file>
<file path="./design.v">
module musec(input clk, input rb, output buzzer, output [7:0] segs, output [3:0] bits);
	parameter init = 0;
	parameter play = 1;
	reg state;
	reg [32:0] beat_cnt;
	reg [16:0] tone_cnt;
	reg [16:0] tone_value;
	reg buzz;
	reg [16:0] cur;
	reg silence, short, stop;
	reg [7:0] s;
	reg [3:0] b;
	reg [32:0] ctr;
	reg [1:0] st;
	assign buzzer = buzz;
	assign segs = s;
	assign bits = b;
	always @(posedge clk) begin
		ctr = ctr + 1;
		st = ctr[24:23];
		if (st == 2'b00) begin
			s = 8'b00000011;
			b = 4'b0111;
		end
		else if (st == 2'b01) begin
			s = 8'b11100011;
			b = 4'b1011;
		end
		else if (st == 2'b10) begin
			s = 8'b01100001;
			b = 4'b1101;
		end
		else if (st == 2'b11) begin
			s = 8'b01000011;
			b = 4'b1110;
		end
	end
	always @(posedge clk or posedge rb) begin
	if(rb) begin
		state = init;
		buzz=1;
		cur = 0;
		stop = 0;
		end
	else
		case(state)
			init : begin
				silence = 0;
				short = 0;
				beat_cnt = 0;
				tone_cnt = 0;
				buzz = 0;
				state = play;
				if(cur == 0) begin 
					tone_value = 8450;  
				end
				if(cur == 1) begin 
					tone_value = 7595; 
					short = 1;  
				end
				if(cur == 2) begin 
					silence = 1;  
				end
				if(cur == 3) begin 
					tone_value = 7595; 
					short = 1; 
				end
				if(cur == 4) begin 
					tone_value = 8450; 
				end
				if(cur == 5) begin 
					tone_value = 7595; 
					short = 1;  
				end
				if(cur == 6) begin 
					silence = 1;  
				end
				if(cur == 7) begin 
					tone_value = 7595; 
					short = 1; 
				end
				if(cur == 8) begin 
					tone_value = 8450;  
				end
				if(cur == 9) begin 
					tone_value = 7160; 
					short = 1;  
				end
				if(cur == 10) begin 
					silence = 1;  
				end
				if(cur == 11) begin 
					tone_value = 7160; 
					short = 1; 
				end
				if(cur == 12) begin 
					tone_value = 8450;  
				end
				if(cur == 13) begin 
					tone_value = 7160; 
					short = 1;  
				end
				if(cur == 14) begin 
					silence = 1;  
				end
				if(cur == 15) begin 
					tone_value = 7160; 
					short = 1; 
				end
				if(cur == 16) begin 
					tone_value = 8450;  
				end
				if(cur == 17) begin 
					tone_value = 6375; 
					short = 1;  
				end
				if(cur == 18) begin 
					silence = 1;  
				end
				if(cur == 19) begin 
					tone_value = 6375; 
					short = 1; 
				end
				if(cur == 20) begin 
					tone_value = 8450;  
				end
				if(cur == 21) begin 
					tone_value = 6375; 
					short = 1;  
				end
				if(cur == 22) begin 
					silence = 1;  
				end
				if(cur == 23) begin 
					tone_value = 6375; 
					short = 1; 
				end
				if(cur == 24) begin 
					tone_value = 5680; 
					short = 1;  
				end
				if(cur == 25) begin 
					silence = 1;  
				end
				if(cur == 26) begin 
					tone_value = 6375; 
					short = 1;  
				end
				if(cur == 27) begin 
					silence = 1;  
				end
				if(cur == 28) begin 
					tone_value = 7160; 
					short = 1;  
				end
				if(cur == 29) begin 
					silence = 1;  
				end
				if(cur == 30) begin 
					tone_value = 7595; 
					short = 1;  
				end
				if(cur == 31) begin 
					silence = 1; 
					if (!stop) begin 
						cur = 0; 
						stop = 1; 
					end
				end
				if(cur == 32) begin 
					tone_value = 8450;  
				end
				if(cur > 32) begin
					silence = 1;
				end
			end
			play : begin
				if (silence) begin
					beat_cnt = beat_cnt + 1;
					if(beat_cnt == 10000000) begin 
						state = init; 
						cur = cur + 1; 
					end
					buzz = 1;
				end
				else if (short) begin
					beat_cnt = beat_cnt + 1;
					if(beat_cnt == 10000000) begin 
						state = init; 
						cur = cur + 1; 
					end
					tone_cnt = tone_cnt + 1;
					if(tone_cnt == tone_value) begin
						buzz = ~buzz;
						tone_cnt = 0;
					end
				end
				else begin
					beat_cnt = beat_cnt + 1;
					if (beat_cnt == 40000000) begin 
						state = init; 
						cur = cur + 1; 
					end
					tone_cnt = tone_cnt + 1;
					if (tone_cnt == tone_value) begin
						buzz = ~buzz;
						tone_cnt = 0;
					end
				end	
			end
			default : state = init;
		endcase
	end
endmodule
</file>
<file path="./run.sh">
#!/bin/bash
# OpenROAD 26Q1-2900-gdf79404cd8, Yosys 0.63+post, stock flow scripts
make -C /OpenROAD-flow-scripts/flow DESIGN_CONFIG=/design/flow/config.mk WORK_HOME=/design/flow/orfs finish
</file>
==> impl_metrics.env <==
# source this file to load flow results
export IMPL_root_buffer="clkbuf_16"
export IMPL_vias_per_cell=5.33
export IMPL_clkTransAtPathRegs_ps=60
export IMPL_top_cells_by_area="edfxtp_1 (29%), dfxtp_1 (10%), dfrtp_1 (7.2%)"
export IMPL_avgSynthCellArea_sq_um=9.59
export IMPL_rows=46
export IMPL_area_growth_pct=12.3
export IMPL_nFillCells=1503
export IMPL_maxCapViolations=0
export IMPL_worstHoldStart="ctr[0]"
export IMPL_worstHoldEndpoint="ctr[0]"
export IMPL_stdcell_area_sq_um=7390
export IMPL_routed_wirelength_mm=12.9
export IMPL_final_common_cell="nor2_1"
export IMPL_period_needed_ps=3980
export IMPL_vias=4922
export IMPL_h_tree_depth=4
export IMPL_numPortBuffers=10
export IMPL_gp_routability_congestion=0.917
export IMPL_status="completed"
export IMPL_startpoint_type="flip-flop"
export IMPL_core_area_sq_um=16000
export IMPL_postCtsSetupBuffers=0
export IMPL_dr_pass1_iters=5
export IMPL_die_h_um=130
export IMPL_cts_resized=0
export IMPL_grt_max_degree=32
export IMPL_initial_core_util_pct=41.2
export IMPL_maxSlewViolCount=0
export IMPL_cellLeakagePower_uw=0.00271
export IMPL_clock_fmax_mhz=251
export IMPL_whs_path_depth=1
export IMPL_worst_path_max_fanout=24
export IMPL_gr_usage_all_layers_pct=16.5
export IMPL_fin_ws_ps=2120
export IMPL_overflow=0
export IMPL_post_dp_cell_area_sq_um=6850
export IMPL_hold_viol=0
export IMPL_worstRegToRegCells=9
export IMPL_end_kind="flip-flop"
export IMPL_regArea_sq_um=3050
export IMPL_grt_pass1_wl_mm=21.3
export IMPL_comb_area_sq_um=3290
export IMPL_tool_warnings=34
export IMPL_synth_top_flop_cell="edfxtp_1"
export IMPL_regToRegSetupSlack_ps=2120
export IMPL_p_per_area_nw_per_um2=252
export IMPL_clockBufferDepth=2
export IMPL_synth_top_area_share_pct=28.7
export IMPL_antenna_left=0
export IMPL_numCtsBuffers=17
export IMPL_maxSlewHeadroom_pct=45.1
export IMPL_antenna_found_initial=0
export IMPL_drc=0
export IMPL_grt_pass1_vias=4367
export IMPL_edf_count=63
export IMPL_syn_inst=687
export IMPL_drive_above_1_share_pct=8.63
export IMPL_die_width_um=130
export IMPL_cp_data_required_time_ps=6400
export IMPL_async_reset_ff_share_pct=17.2
export IMPL_wl_per_cell_um=14.0
export IMPL_min_path_type="flip-flop to flip-flop"
export IMPL_finalSetupViolCount=0
export IMPL_grt_setup_unrepaired="no"
export IMPL_cts_tree="yes"
export IMPL_post_place_ws_ps=2170
export IMPL_top_area_cell="edfxtp_1"
export IMPL_post_route_period_util_pct=65.2
export IMPL_io_pins=15
export IMPL_tightest_slew_ps=816
export IMPL_drtIter0Drc=403
export IMPL_synth_seq_share_pct=46.4
export IMPL_finClkSkew_ps=11.1
export IMPL_dp_hpwl_mm=8.86
export IMPL_worstSkewPairLatency_ps=410
export IMPL_arrival_ps=4270
export IMPL_yosys_area_sq_um=6590
export IMPL_hold_buffers=0
export IMPL_chipArea_sq_um=17000
export IMPL_synth_flops=116
export IMPL_tns_ps=0
export IMPL_peakVddDrop_v=0.000180
export IMPL_r2r_end="cur[5]"
export IMPL_yosysCellCount=687
export IMPL_r2r_start="beat_cnt[0]"
export IMPL_clock_sinks=116
export IMPL_netlist_area_sq_um=6590
export IMPL_critPathKind="flip-flop to flip-flop"
export IMPL_ys_warnings_count=1
export IMPL_ys_types=64
export IMPL_num_antenna_cells=0
export IMPL_final_cell_mix="nor2_1 (81), edfxtp_1 (63), xor2_1 (47)"
[power by group]
group          internal (uW)  switching [uW]
Clock                    545             366
Combinational           31.2            44.6
Sequential               847            28.9
Total                   1420             439
[routing by layer]
metal	track usage (%)	vias to the layer above	share of wire (%)
li1	-	2490	-
met4	2.74	0	1.6
met2	23.0	97	43
met5	0	-	0
met3	3.34	17	4.1
met1	27.8	2318	51
[layout make-up]
class	count	area share (%)
flip-flops and latches	116	41.3
clock buffers	18	6.09
inverters	27	1.37
multi-input cells	518	44.5
well taps	216	3.65
clock inverters	14	1.34
repair buffers	14	1.76
[critical path: stages, from the launching register on]
cell	delay, ps
edfxtp_1	470
ha_1	350
nand4_2	310
or4_1	640
or3_4	410
a221oi_2	270
nand4_1	170
a211o_1	580
nor3_1	310
mux2_2	350
[state kept, by name, summed over array words and instances (netlist names)]
signal / count
beat_cnt: 33
ctr: 25
cur: 17
tone_cnt: 17
tone_value: 11
b: 4
s: 4
buzz: 1
short: 1
silence: 1
state: 1
stop: 1
[logic make-up after synthesis]
logic type / count (synthesis) / share of synthesized area, %
simple gates: 322 / 26.3
xor+xnor: 86 / 11.4
mux: 9 / 1.41
flops: 116 / 46.4
compound gates: 83 / 7.96
fa+ha+maj: 14 / 2.66
buf+inv: 55 / 3.78
other cells: 2 / 0.114
[worst max-delay path by stage]
stage	startpoint	to	slack (ps)	depth (start not counted)
CTS	beat_cnt[0]	cur[5]	2150	9
global route	beat_cnt[0]	cur[5]	1830	9
finish	beat_cnt[0]	cur[5]	2120	9
[synthesized netlist by cell type (12+ instances only)]
library cell and count:
dfxtp_1 33, or3_1 12, a21oi_1 21, xor2_1 47
and3_1 15, xnor2_1 39, nand2_1 45, nor4_1 13
o21ai_0 24, dfrtp_1 19, ha_1 14, inv_1 27
nor2_1 81, nand4_1 27, nor3_1 23, clkbuf_1 12
nand3_1 44, edfxtp_1 63
[through the flow]
stage / cells / hold slack, ps / total power [uW] / util, %
after global routing: 923 / 463 / 1930 / 46.2
after CTS: 923 / 438 / 1880 / 46.2
after global placement: 891 / 426 / 966 / 42.8
after floorplan: 689 / 406 / 935 / -
after detailed placement: 891 / 425 / 966 / 42.8
final: 923 / 434 / 1860 / 46.2
Power and IR drop assume default switching activity.
